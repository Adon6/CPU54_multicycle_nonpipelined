===== flow/config.mk =====
export PLATFORM = sky130hd
export DESIGN_NAME = divider
export DESIGN_NICKNAME = divider
export VERILOG_FILES = /design/flow/design.v
export SDC_FILE = /design/flow/constraint.sdc
export NUM_CORES = 4
export LEC_CHECK = 1
export CORE_AREA = 10 10 105 105
export DIE_AREA = 0 0 115 115

===== flow/constraint.sdc =====
current_design divider

set clk_period 7.3
set clk_io_pct 0.2

create_clock -name clk0 -period $clk_period [get_ports {iCLK}]

set non_clock_inputs [all_inputs -no_clocks]
set_input_delay [expr $clk_period * $clk_io_pct] -clock clk0 $non_clock_inputs
set_output_delay [expr $clk_period * $clk_io_pct] -clock clk0 [all_outputs]

===== flow/design.v =====
module divider #(parameter N = 20)(iCLK, oCLK);
    input iCLK;
    output reg oCLK;
	integer counter=0;
	always@(posedge iCLK) begin
		if(counter==N/2-1) begin
			counter='b0;
			oCLK=~oCLK;
		end
		else begin
			counter=counter+'b1;
		end
	end
endmodule

===== flow/run.sh =====
#!/bin/bash
# OpenROAD 26Q1-2900-gdf79404cd8, Yosys 0.63+post, stock flow scripts
make -C /OpenROAD-flow-scripts/flow DESIGN_CONFIG=/design/flow/config.mk WORK_HOME=/design/flow/orfs finish

==> results_dict.tcl <==
# yosys + openroad results
set metrics [dict create \
    warning_count 26 \
    async_flop_share_pct 0 \
    slew-limit-headroom_pct 59.2 \
    root_buffer "clkbuf_8" \
    firstDrtPassIters 4 \
    crit_start "oCLK" \
    ios 2 \
    numPortBuffers 1 \
    num_vias 907 \
    dieArea_um2 13200 \
    synth.top_cell.area_share_pct 46.3 \
    synth_stat.cells 135 \
    syn_inst 135 \
    endpoint_kind "output port" \
    initialDrtViolationCount 26 \
    setup_tns_ps 0 \
    grt_setup_unrepaired "no" \
    postCtsHoldBufs 0 \
    reg2reg_from "counter[0]" \
    fin_crit_ps 2560 \
    top_cell "dfxtp_1" \
    die_w_um 115 \
    grt_pass1_wl_um 3670 \
    largest_area_cell "dfxtp_1" \
    min_from "counter[31]" \
    vdd.ir_drop.worst_v 0.000144 \
    ys_seq_share_pct 48.5 \
    setup_violations 0 \
    fp_util_pct 15.8 \
    routed_wl_um 2090 \
    slowest_delay_ps 470 \
    path_cells "clkdlybuf4s50_1" \
    area_leaders "dfxtp_1 (46%), xnor2_1 (16%), nand3_1 (5.4%), nand4_1 (3.6%), and3_1 (3.2%)" \
    crit_buf_inv 1 \
    antenna_found_initial 0 \
    power_density_nw_per_um2 197 \
    hold_path.class "reg2reg" \
    crit_path_max_fanout 2 \
    grt_max_degree 11 \
    skew_ps 2.01 \
    stdcell_area_um2 1610 \
    worstMarginPinSlew_ps 608 \
    post-cts-setup-buffers 0 \
    dp_hpwl_um 1490 \
    grt_usage_pct 3.19 \
    edf_count 1 \
    die_height_um 115 \
    critPathRequiredTime_ps 5840 \
    drv_cap 0 \
    clk_pin_slew_worst_paths_ps 60 \
    cts_buffers 5 \
    critPathKind "reg2out" \
    ys.flop_type "dfxtp_1" \
    syn_to_final_growth_pct 16.4 \
    ys_area_um2 1380 \
    grt-ovfl-total 0 \
    power.leakage_nw 0.511 \
    insertedDiodeCount 0 \
    worstPathArrival_ps 1100 \
    synth.top_cells.by_count "dfxtp_1 (32), xnor2_1 (25), nand3_1 (15)" \
    period_used_pct 35.0 \
    core.rowCount 34 \
    post_cts_resize_count 0 \
    htree_levels 2 \
    synthesis.area_um2 1380 \
    clock_path_buffers 2 \
    cts.sinks 33 \
    wl_per_cell_um 8.37 \
    power_mw 0.318 \
    yosys_warnings 1 \
    gp_congestion 0.797 \
    utilization_pct 18.4 \
    critPathSlowestCell "clkdlybuf4s50_1" \
    dpl_cell_area_um2 1520 \
    drv_slew 0 \
    crit_family "buffers and inverters" \
    status "finished, final reports clean" \
    grt_pass1_vias 827 \
    viasPerCell 3.63 \
    core_area_um2 8760 \
    clk_latency_ps 280 \
    hold_viol_final 0 \
    ys.flops 33 \
    drive_gt1_share_pct 7.75 \
    synth_cell_types 22 \
    start_kind "flip-flop" \
    synth_area_per_cell_um2 10.2 \
    fmax_mhz 391 \
    antenna_left 0 \
    cts_tree "yes" \
    drc 0 \
]
==> power by group <==
| part | switching (mW) | internal (mW) | total, mW |
|---|---|---|---|
| logic | 0 | 0 | 0.000000196 |
| clock network | 0.0602 | 0.0768 | 0.137 |
| registers | 0 | 0.181 | 0.181 |
| total | 0.0602 | 0.258 | 0.318 |
==> routing by layer <==
metal / wire length (µm) / vias to the layer above / GRT usage (%)
li1: - / 486 / -
met1: 1160 / 407 / 4.89
met2: 827 / 8 / 4.43
met3: 47 / 6 / 0.633
met4: 55 / 0 / 0.908
met5: 0 / - / 0
==> state kept, by name, summed over array words and instances (netlist names) <==
signal / flops
counter: 32
oCLK: 1
==> cell usage in the layout (no fill, tap or decap) <==
cell type        synthesis  routed
clkdlybuf4s50_1          0       1
edfxtp_1                 1       1
nand4_2                  1       1
nor3_1                   2       2
and4_2                   1       1
nor2_1                   8       8
xor2_1                   5       5
nor4_4                   2       2
clkbuf_1                 1       2
and2_1                   3       3
inv_1                    2       2
nor4b_1                  2       2
dfxtp_1                 32      32
and4_1                   3       3
nand2_1                  8       8
clkbuf_8                 0       6
nand3_1                 15      15
nand4_1                  8       8
nand3_2                  1       1
xnor2_1                 25      25
ha_1                     2       2
nor4_1                   5       5
and3_1                   7       7
==> kinds of logic (layout without fill, tap and decap cells) <==
family,after synthesis,after routing,share of synthesized area [%]
buf+inv,4,11,1.18
simple gates,66,66,29.5
fa+ha+maj,2,2,1.81
xor+xnor,30,30,19.0
flops,33,33,48.5
==> final timing paths <==
| check | slack (ps) | cells past startpoint | end |
|---|---|---|---|
| max | 4740 | 1 | oCLK |
| min | 470 | 1 | counter[31] |
| max reg2reg | 5540 | 5 | counter[28] |
| min reg2reg | 470 | 1 | counter[31] |
==> cell type report <==
class	instances	area (µm²)
Fill cell	977	7150
Multi-Input combinational cell	98	696
Sequential cell	33	671
Tap cell	108	135
Clock buffer	8	90.1
Timing Repair Buffer	1	10.0
Inverter	2	7.51
==> per-stage QoR <==
step	hold slack (ps)	instances	setup WS [ps]
floorplan	435	135	5510
global placement	452	242	5040
detailed placement	456	242	5050
CTS	467	250	4720
global route	491	250	4670
finish	471	250	4740
Power figures rest on the tool's default switching activity, not on a simulated workload.
